**./run.sh**
```bash
#!/bin/bash
# OpenROAD 26Q1-2900-gdf79404cd8, Yosys 0.63+post, stock flow scripts
make -C /OpenROAD-flow-scripts/flow DESIGN_CONFIG=/design/flow/config.mk WORK_HOME=/design/flow/orfs finish
```
**./config.mk**
```make
export PLATFORM = sky130hd
export DESIGN_NAME = b_data_concat
export DESIGN_NICKNAME = b_data_concat
export VERILOG_FILES = /design/flow/design.v
export SDC_FILE = /design/flow/constraint.sdc
export NUM_CORES = 4
export LEC_CHECK = 1
export CORE_AREA = 10 10 384 384
export DIE_AREA = 0 0 394 394
```
**./constraint.sdc**
```tcl
current_design b_data_concat

set clk_period 1.5
set clk_io_pct 0.2

create_clock -name clk0 -period $clk_period [get_ports {clk}]

set non_clock_inputs [all_inputs -no_clocks]
set_input_delay [expr $clk_period * $clk_io_pct] -clock clk0 $non_clock_inputs
set_output_delay [expr $clk_period * $clk_io_pct] -clock clk0 [all_outputs]
```
**./design.v**
```verilog
interface apb_interface (
    input       pclk,
    input       preset_n
);
logic   [2 : 0]         paddr;
logic                   psel;
logic                   penable;
logic                   pwrite;
logic   [15 : 0]        pwdata;
logic                   pready;
logic   [15 : 0]        prdata;
modport master (
input   pclk,
        preset_n,
        pready,
        prdata,
output  paddr,
        psel,
        penable,
        pwrite,
        pwdata
);
modport slave (
input   pclk,
        preset_n,
        paddr,
        psel,
        penable,
        pwrite,
        pwdata,
output  pready,
        prdata
);
endinterface
module b_data_concat # (
    parameter  DATA_INPUT_WIDTH     = 256   ,
    parameter  DATA_OUTPUT_WIDTH    = 512     
) (
    input                                   clk     ,
    input                                   reset_n ,
    input                                   valid_i ,
    input       [DATA_INPUT_WIDTH - 1 : 0]  data_i  ,
    output                                  accepted,
    output  reg [DATA_OUTPUT_WIDTH - 1 : 0] data_o  ,
    output  reg                             valid_o 
);
localparam COUNTER_LIMIT =  DATA_OUTPUT_WIDTH / DATA_INPUT_WIDTH;
assign accepted = valid_i;
logic   [$clog2(COUNTER_LIMIT) - 1 : 0] cnt;
always_ff @( posedge clk or negedge reset_n )
    if ( ~reset_n )                     cnt <= 'd0;         else
    if ( valid_i )                      cnt <= cnt + 1'b1;
always_ff @( posedge clk or negedge reset_n )
    if ( ~reset_n )                     data_o <= 'd0;      else
    if ( valid_i )                      data_o <= {data_i, data_o[DATA_OUTPUT_WIDTH - 1 : DATA_INPUT_WIDTH]};
always_ff @( posedge clk or negedge reset_n )
    if ( ~reset_n )                     valid_o <= 1'b0;    else
                                        valid_o <= &cnt & valid_i;                  
endmodule
```
==> run_results.csv <==
group,metric,value,unit
status,outcome,"finished, violations left",
status,violations,"setup timing",
yosys,ys_cells,1086,
cells_and_area,fin_cells,4146,
floorplan,die_h,394,µm
clocking,clock_sinks,514,
yosys,top_area_cell,"dfrtp_1",
floorplan,die_x,394,µm
setup_path,criticalPathCategory,"reg2out",
placement,place_inst,3733,
final_timing,maxSlewViolCount,0,
yosys,async_flop_share,100,%
global_route,grt_pass1_vias,14100,
cells_and_area,regArea,12900,µm²
routing,postRouteAntennaNets,0,
yosys,synth-seq-area-share,66.8,%
clocking,cts_buffers,59,
yosys,top_cell_area_share,66.8,%
routing,wl,83500,µm
cells_and_area,num-fill-cells,14800,
global_route,gr-total-overflow,0,
placement,place_worst_setup_slack,-0.0130,ns
floorplan,ios,773,
yosys,synth_cell_types,7,
final_timing,max_freq,643,MHz
setup_path,cp.required,1.20,ns
pwr,power_density,1220,nW/µm²
setup_path,start_kind,"flip-flop",
placement,io_buffers,772,
setup_path,cp_slowest_cell,"dfrtp_2",
yosys,top_cell,"dfrtp_1",
global_route,gr-usage-all-layers,10.6,%
floorplan,initial_core_util,13.8,%
yosys,ys.flop_type,"dfrtp_1",
clocking,cts_tree,"done",
clocking,insertion_delay,0.64,ns
setup_path,critPathMaxFanout,3,
final_timing,fin_ws,-0.0549,ns
yosys,ys.flops,514,
final_timing,tightest_slew,0.532,ns
flow_run,openroad.warnings,27,
setup_path,cp_top_family,"flip-flops",
pwr,p_leak,14.2,nW
setup_path,cp_num_buf_inv,1,
final_timing,setup_viol,43,
final_timing,finalHoldViolCount,0,
worst_hold_path,hold_class,"in2async",
final_timing,rsz0062_at_grt,"yes",
placement,hpwl,66600,µm
global_route,antenna_found_initial,12,
floorplan,fp-row-count,137,
routing,drc_errors,0,
yosys,edf_count,0,
clocking,clockRootBuffer,"clkbuf_16",
global_route,grt_pass1_wl,116000,µm
final_timing,fin_tns_setup,-0.840,ns
placement,place.gp.congestion,0.799,
yosys,yosys-top-cells-count,"dfrtp_1 (514), mux2_2 (512), buf_6 (52)",
routing,drt-initial-drc-count,439,
pwr,ir_worst_vdd,0.821,mV
floorplan,coreArea,139000,µm²
routing,post_drt_via_cell_ratio,3.25,
final_timing,relSlewSlack,64.6,%
clocking,cts_buffer_depth,3,
setup_path,crit_chain,"buf_6",
routing,vias,13500,
setup_path,cp.arrival,1.25,ns
cells_and_area,logic_area,5780,µm²
yosys,ys_area,19300,µm²
cells_and_area,drive_above_1_share,66.6,%
setup_path,endpoint_kind,"output pin",
yosys,ys_top_cells_by_area,"dfrtp_1 (67%), mux2_2 (30%), buf_6 (3.0%)",
clocking,htree_levels,2,
cells_and_area,area_growth,66.3,%
final_timing,finClkSkew,0.0220,ns
yosys,avgSynthCellArea,17.7,µm²
yosys,synth_area,19300,µm²
final_timing,fin_crit_sh,104,%
final_timing,fin_crit,1.55,ns
clocking,clk_pin_slew,0.06,ns
floorplan,die_area,155000,µm²
routing,routedWlPerCell,20.1,µm
setup_path,cp_slowest_stage_delay,0.47,ns
flow_run,max_cap_viol_count,0,
global_route,grt_max_degree,75,
yosys,netlist_instances,1086,
yosys,yosysWarnings,1,
routing,dr.pass1.iters,4,
[path summary, 6_finish.rpt]
kind	end	slack, ns	cells past startpoint	from
max	data_o[93]	-0.05	1	data_o[93]
min	data_o[292]	0.10	2	reset_n
max reg2reg	data_o[59]	0.38	4	data_o[315]
min reg2reg	cnt	0.46	1	cnt
max in group asynchronous	data_o[160]	0.59	4	reset_n
min in group clk0	data_o[85]	0.26	3	valid_i
[routing by layer]
metal  GRT usage, %  part of all wire [%]  vias up
li1               -                     -     6140
met1           12.9                    39     6724
met2           17.8                    49      506
met3           4.75                    10       88
met4           1.26                   1.4       16
met5              0                  0.12        -
[stage by stage]
stage	hold WS, ns	util, %	cell area, µm²	power [mW]
floorplan	0.00441	-	19300	18.3
global placement	0.162	21.3	29600	24.9
detailed placement	0.164	21.3	29600	24.9
CTS	0.0464	22.7	31600	39.7
global route	0.0526	23.0	32000	41.1
finish	0.100	23.0	32000	38.9
[kinds of logic (layout without fill, tap and decap cells)]
| family | after synthesis | count (layout) | synth area share (%) |
|---|---|---|---|
| other cells | 0 | 6 | 0 |
| buf+inv | 58 | 1236 | 3.21 |
| flops | 514 | 514 | 66.8 |
| xor+xnor | 1 | 1 | 0.0455 |
| simple gates | 1 | 1 | 0.0325 |
| mux | 512 | 512 | 29.9 |
[cells in the final DEF, fill, tap and decap left out, types with 2 or more instances in the layout]
master and n:
buf_12 44, clkbuf_1 8, dfrtp_2 26, buf_4 335
clkinvlp_4 2, clkbuf_8 11, mux2_2 512, bufinv_16 4
buf_2 395, clkinv_2 18, clkinv_4 2, buf_8 2
clkdlybuf4s50_1 257, dfrtp_1 488, clkbuf_16 60, inv_6 3
buf_6 93, diode_2 6
[power breakdown]
group	switching, mW	internal [mW]
Combinational	2.65	4.95
Clock	6.01	8.54
Sequential	1.15	15.6
Total	9.80	29.1
[state kept, by name, indices dropped and copies added (netlist names)]
name	count
valid_o	1
data_o	512
cnt	1
[cell type report]
cell class	count	area share, %
clock inverter	30	0.890
timing repair buffer	1127	28.2
clock buffer	79	5.25
multi-input combinational	514	18.0
antenna	6	0.0469
sequential	514	40.2
tap	1876	7.33
[timing repair]
| item | in CTS | in global routing |
|---|---|---|
| setup endpoints to repair | 513 | 437 |
| gates resized | 1953 | 3 |
| hold buffers | 1 | 0 |
| setup buffers | 241 | 56 |
| endpoints found under the hold margin | 277 | 0 |
No activity file was given, so power comes from the tool's default toggle rates.
