--- flow/run.sh ---
#!/bin/bash
# OpenROAD 26Q1-2900-gdf79404cd8, Yosys 0.63+post, stock flow scripts
make -C /OpenROAD-flow-scripts/flow DESIGN_CONFIG=/design/flow/config.mk WORK_HOME=/design/flow/orfs finish
--- flow/config.mk ---
export PLATFORM = sky130hd
export DESIGN_NAME = crossbar
export DESIGN_NICKNAME = crossbar
export VERILOG_FILES = /design/flow/design.v
export SDC_FILE = /design/flow/constraint.sdc
export NUM_CORES = 4
export LEC_CHECK = 1
export CORE_UTILIZATION = 30
--- flow/constraint.sdc ---
current_design crossbar

set clk_period 1.4
set clk_io_pct 0.2

create_clock -name clk0 -period $clk_period [get_ports {clk}]

set non_clock_inputs [all_inputs -no_clocks]
set_input_delay [expr $clk_period * $clk_io_pct] -clock clk0 $non_clock_inputs
set_output_delay [expr $clk_period * $clk_io_pct] -clock clk0 [all_outputs]
--- flow/design.v ---
interface apb_interface (
    input       pclk,
    input       preset_n
);
logic   [2 : 0]         paddr;
logic                   psel;
logic                   penable;
logic                   pwrite;
logic   [15 : 0]        pwdata;
logic                   pready;
logic   [15 : 0]        prdata;
modport master (
input   pclk,
        preset_n,
        pready,
        prdata,
output  paddr,
        psel,
        penable,
        pwrite,
        pwdata
);
modport slave (
input   pclk,
        preset_n,
        paddr,
        psel,
        penable,
        pwrite,
        pwdata,
output  pready,
        prdata
);
endinterface
module auto_shift_register #(
    parameter   DATA_WIDTH  =   8,
    parameter   STEPS       =   4
) (
    input                           clk,
    input                           reset_n,
    input                           sync_reset_n,
    input                           shift,
    input   [DATA_WIDTH - 1 : 0]    data_i,
    output  [DATA_WIDTH - 1 : 0]    data_o
);
reg     [DATA_WIDTH - 1 : 0]    buffer  [0 : STEPS - 1];
assign data_o = buffer[STEPS - 1];
always_ff @(posedge clk or negedge reset_n)
    if ( ~reset_n ) begin
        for (int i = 0; i < STEPS; i = i + 1)
            buffer[i] <= 'd0;
    end else
    if ( ~sync_reset_n ) begin
        for (int i = 0; i < STEPS; i = i + 1)
            buffer[i] <= 'd0;
    end else
    if ( shift ) begin
        buffer[0] <= data_i;
        for ( int i = 1; i < STEPS; i = i + 1)
            buffer[i] <= buffer[i - 1];
    end
endmodule
module crossbar #(
    parameter   DATA_WIDTH      =   8,
    parameter   ARRAY_ELLEMENTS =   4
) (
    input                                           clk         ,
    input                                           reset_n     ,
    input                                           sync_reset_n,
    input                                           shift       ,
    input   [ARRAY_ELLEMENTS * DATA_WIDTH - 1 : 0]  data_i      ,
    output  [ARRAY_ELLEMENTS * DATA_WIDTH - 1 : 0]  data_o      
);
genvar i;
generate
    for ( i = 1; i <= ARRAY_ELLEMENTS; i = i + 1) begin : shift_block
        auto_shift_register #(
            .DATA_WIDTH(DATA_WIDTH),
            .STEPS(i)
        ) shifter (
            .clk(clk),
            .reset_n(reset_n),
            .sync_reset_n(sync_reset_n),
            .shift(shift),
            .data_i(data_i[i * DATA_WIDTH - 1 : ( i - 1) * DATA_WIDTH]),
            .data_o(data_o[i * DATA_WIDTH - 1 : ( i - 1) * DATA_WIDTH])
        );
    end
endgenerate
endmodule
==> results.json <==
{
  "power.ir.vdd_worst_mv": 0.638,
  "finalWeightedCongestion": 0.692,
  "grt_setup_unrepaired": "false",
  "critical_path_class": "reg2out",
  "crit_chain": "dlygate4sd2_1",
  "clkTransAtPathRegs_ps": 60,
  "core_region_area_um2": 11000,
  "tritoncts_clock_tree": "built",
  "drc": 0,
  "postRouteWirelength_mm": 5.99,
  "cts.path.max_buffers": 2,
  "met2WireLength_mm": 2.59,
  "area_share_of_the_largest_cell_type_after_synthesis_pct": 57.8,
  "ys_ff": 80,
  "worst_setup_path_start_kind": "flip-flop",
  "max_reg_flops": 80,
  "worst_r2r_startpoint": "shift_block[1].shifter.buffer[0][2]$_DFFE_PN0P_",
  "tightest_slew_ps": 859,
  "logic_depth_of_the_worst_register_to_register_path": 3,
  "top_area_cell": "dfrtp_1",
  "largestRegisters": "shift_block.shifter.buffer (80)",
  "status": "complete, no violations",
  "grt_antenna_before_repair": 0,
  "drt_first_pass_iters": 3,
  "first_iter_violations": 37,
  "cts_root_buffer": "clkbuf_16",
  "synth.top_cells.by_area": "dfrtp_1 58%, mux2i_1 23%, nor2b_1 14%",
  "final_design_area_no_fill_um2": 4660,
  "worstHoldPathCells": 3,
  "design_power_total_mw": 5.56,
  "initCoreUtil_pct": 31.4,
  "insertion_delay_ps": 330,
  "timing.final.setup_violations": 0,
  "openroad.warnings": 25,
  "critical_path.reg2reg.endpoint": "shift_block[1].shifter.buffer[0][2]$_DFFE_PN0P_",
  "grt_max_degree": 81,
  "postLayoutCoreUtil_pct": 42.3,
  "ff2ff_setup_slack_ps": 600,
  "worst_hold_path.endpoint": "shift_block[1].shifter.buffer[0][4]$_DFFE_PN0P_",
  "drv_cap": 0,
  "worst_ep_required_time_ps": 1120,
  "final.period_utilization_pct": 87.5,
  "antenna-diode-count": 0,
  "vias_per_cell": 4.25,
  "yosys_cells": 257,
  "fraction_of_final_layout_cells_sized_beyond_drive_strength_1_pct": 10.8,
  "synth.avg_cell_area_um2": 13.5,
  "slew_headroom_pct": 42.6,
  "dpl.hpwl_mm": 3.74,
  "met3RoutedLength_um": 323,
  "fmax_mhz": 816,
  "place_area_um2": 4250,
  "finalHoldViolations": 0,
  "global_route.usage.total_pct": 10.6,
  "grt_pass1_vias": 2101,
  "route.top_layer_used": "met4",
  "postSynthCellCount": 257,
  "largest-register": "shift_block.shifter.buffer",
  "cp-end-kind": "output port",
  "synth_cell_types": 6,
  "synth.cell_area_um2": 3460,
  "drt.antenna.violating_nets": 0,
  "grt-ovfl-total": 0,
  "crit_buf_inv": 1,
  "timing.setup.tns_ps": 0,
  "final_layout_top_logic_cells": "80 x mux2i_1, 80 x nor2b_1, 80 x dfrtp_1",
  "m1WireLength_mm": 2.97,
  "critPathMaxFanout": 2,
  "place.port_buffers": 67,
  "global_route_wire_length_before_repair_mm": 9.79,
  "final_period_minus_worst_setup_slack_ps": 1230,
  "areaGrowthSynthToFinish_pct": 34.5,
  "htree_levels": 3,
  "yosys_stat_chip_area_um2": 3460,
  "ys_warn_count": 8,
  "detail_route.wl_per_cell_um": 12.4,
  "ys_seq_share_pct": 57.8,
  "std_cell_rows": 38,
  "chip_area_um2": 12000,
  "worst_path_max_delay_cell": "dfrtp_1",
  "clock_sink_count": 80,
  "power_per_cell_area_nw_per_um2": 1190,
  "skew_ps": 5.02,
  "power.static_leakage_nw": 2.34,
  "timing_max_transition_violations_final": 0,
  "hp-class": "in2reg",
  "cts-buffers-inserted": 9,
  "hp-start": "sync_reset_n",
  "die-height_um": 109,
  "critical-path-max-stage-delay_ps": 380,
  "cp_top_family": "flip-flops",
  "cp_data_arrival_time_ps": 950,
  "boundaryPins": 68,
  "routed-via-count": 2056,
  "floorplan.die.width_um": 109
}
## cells by family (layout without fill, tap and decap cells)
logic type / Yosys count / after routing / synth area share (%)
and+or+nand+nor: 80 / 80 / 14.4
buffers and inverters: 17 / 104 / 4.66
muxes: 80 / 80 / 23.1
DFF: 80 / 80 / 57.8
## what timing repair did
action                                  CTS  global route
setup buffers                            13             0
resized                                  32             0
endpoints found under the hold margin    19             0
hold buffers                              2             0
endpoints found under the setup margin   32             0
## tightest hold or removal path: cells and delay by family
kind	cells	cell delay [ps]
buffers and inverters	2	300
AND/OR/NAND/NOR	1	160
## power breakdown
group | switching (mW) | internal [mW]
combinational | 0.203 | 0.286
clock | 0.893 | 1.74
sequential | 0.0417 | 2.40
## cell usage after synthesis
master	number
buf_6	1
nor2b_1	80
buf_8	8
mux2i_1	80
dfrtp_1	80
clkbuf_1	8
## worst max-delay path by stage
stage	startpoint	to	slack, ps	cells past startpoint
after CTS	shift_block[4].shifter.buffer[3][7]$_DFFE_PN0P_	data_o[31]	150	1
after global routing	reset_n	shift_block[4].shifter.buffer[0][3]$_DFFE_PN0P_	70	2
final	shift_block[4].shifter.buffer[3][7]$_DFFE_PN0P_	data_o[31]	170	1
## metal layers
layer	GRT usage, %	vias up
li1	-	1029
met1	16.3	969
met2	16.3	48
met3	2.11	10
met5	0	-
met4	1.90	0
## cell type report
class                           count  area (µm²)
Clock buffer                       10         229
Clock inverter                      6         108
Fill cell                        1064        6370
Multi-Input combinational cell    160        1300
Sequential cell                    80        2000
Tap cell                          140         175
Timing Repair Buffer               88         846
## through the flow
| stage | setup WS (ps) | std cells | hold WS [ps] |
|---|---|---|---|
| after floorplan | 474 | 257 | -15.6 |
| after global placement | 303 | 453 | 188 |
| after detailed placement | 278 | 453 | 187 |
| after CTS | 150 | 484 | 456 |
| after global routing | 72.4 | 484 | 469 |
| final | 175 | 484 | 449 |
Power figures rest on the tool's default switching activity, not on a simulated workload.
