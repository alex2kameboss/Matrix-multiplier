===== config.mk =====
export PLATFORM = sky130hd
export DESIGN_NAME = data_sequencer
export DESIGN_NICKNAME = data_sequencer
export VERILOG_FILES = /design/flow/design.v
export SDC_FILE = /design/flow/constraint.sdc
export NUM_CORES = 4
export LEC_CHECK = 1
export CORE_UTILIZATION = 40

===== constraint.sdc =====
current_design data_sequencer

set clk_period 17.4
set clk_io_pct 0.2

create_clock -name clk0 -period $clk_period [get_ports {clk}]

set non_clock_inputs [all_inputs -no_clocks]
set_input_delay [expr $clk_period * $clk_io_pct] -clock clk0 $non_clock_inputs
set_output_delay [expr $clk_period * $clk_io_pct] -clock clk0 [all_outputs]

===== design.v =====
interface apb_interface (
    input       pclk,
    input       preset_n
);
logic   [2 : 0]         paddr;
logic                   psel;
logic                   penable;
logic                   pwrite;
logic   [15 : 0]        pwdata;
logic                   pready;
logic   [15 : 0]        prdata;
modport master (
input   pclk,
        preset_n,
        pready,
        prdata,
output  paddr,
        psel,
        penable,
        pwrite,
        pwdata
);
modport slave (
input   pclk,
        preset_n,
        paddr,
        psel,
        penable,
        pwrite,
        pwdata,
output  pready,
        prdata
);
endinterface
module data_sequencer # (
    parameter  DATA_INPUT_WIDTH     = 256   ,
    parameter  DATA_OUTPUT_WIDTH    = 32     
) (
    input                                   clk     ,
    input                                   reset_n ,
    input                                   valid_i ,
    input       [DATA_INPUT_WIDTH - 1 : 0]  data_i  ,
    output  reg                             accepted,
    output      [DATA_OUTPUT_WIDTH - 1 : 0] data_o  ,
    output  reg                             valid_o 
);
localparam COUNTER_LIMIT = DATA_INPUT_WIDTH / DATA_OUTPUT_WIDTH;
logic   [DATA_INPUT_WIDTH - 1 : 0]      data;
logic   [$clog2(COUNTER_LIMIT) - 1 : 0] counter;
logic                                   done;
assign done = counter == COUNTER_LIMIT - 1'b1;
assign data_o = data[DATA_OUTPUT_WIDTH - 1 : 0];
always_ff @( posedge clk or negedge reset_n )
    if ( ~reset_n )                     data <= 'd0;        else
    if ( valid_i & ~valid_o )           data <= data_i;     else
    if ( valid_o )                      data <= { {DATA_OUTPUT_WIDTH{1'b0}}, data[DATA_INPUT_WIDTH - 1 : DATA_OUTPUT_WIDTH] };
always_ff @( posedge clk or negedge reset_n )
    if ( ~reset_n )                     accepted <= 'd0;     else
    if ( valid_o )                      accepted <= 'd0;     else
    if ( valid_i & ~valid_o)            accepted <= 'd1;
always_ff @( posedge clk or negedge reset_n )
    if ( ~reset_n )                     valid_o <= 'd0;     else
    if ( done )                         valid_o <= 'd0;     else
    if ( valid_i )                      valid_o <= 'd1;     
always_ff @( posedge clk or negedge reset_n )
    if ( ~reset_n )                     counter <= 'd0;     else
    if ( done )                         counter <= 'd0;     else
    if ( valid_o )                      counter <= counter + 1'b1;
endmodule

===== run.sh =====
#!/bin/bash
# OpenROAD 26Q1-2900-gdf79404cd8, Yosys 0.63+post, stock flow scripts
make -C /OpenROAD-flow-scripts/flow DESIGN_CONFIG=/design/flow/config.mk WORK_HOME=/design/flow/orfs finish

==> reports/metrics.yaml <==
critPathKind: "input port to register"
relSlewSlack: 0.466
cts.repair.resized: 0
numSynthFlops: 261
fillers: 2597
htreeDepth: 1
place_congestion: 0.799
power_density_nw_per_um2: 133
hold_class: "register to register"
cp_slowest_cell: "buf_4"
clock_sinks: 261
synth_seq_share: 0.542
worst_setup_path_end_kind: "register"
cellLeakagePower_nw: 7.27
ys_types: 16
dp_hpwl_um: 18100
grt_pass1_wl_um: 43700
place_ws_ns: 11.34
rsz0062_at_grt: "no"
slew_violations: 0
finalSetupViolations: 0
synth_cells: 1124
initCoreUtil: 0.407
port_buffers: 292
cts_buffers: 29
pwr-share-clk: 0.284
rows: 63
antenna_found_initial: 1
startpoint_type: "input port"
fmaxAchievable_mhz: 183
chipArea_um2: 30800
core_um2: 29600
drc: 0
cts_tree: "done"
cap_violations: 0
warning_count: 30
combPwrFrac: 0.261
dieHeight_um: 176
hold_violations: 0
cp_max_fo: 76
mostFrequentLayoutCell: "clkdlybuf4s50_1"
arrival_ns: 5.86
gr-total-overflow: 0
routedWlPerCell_um: 15.6
fin_crit_sh: 0.314
clock_path_buffers: 3
syn_area_um2: 12100
drt.antenna.violating_nets: 0
p_switching_mw: 0.645
cp_cell_sequence: "buf_8, buf_4, buf_4, mux2i_1, o21ai_1"
p_int_mw: 1.45
slowest_delay_ns: 0.74
clk-insertion-delay-late_ns: 0.54
worstPathRequired_ns: 17.80
grt_pass1_vias: 7725
vias_per_cell: 4.64
yosys_warnings: 1
drive_above_1_share: 0.0440
clkSlewWorstSetupHoldPaths_ns: 0.06
hold_buffers: 0
grt_max_degree: 192
lay_top_cells: "290 x clkdlybuf4s50_1, 260 x dfrtp_1, 256 x mux2i_1, 224 x nand2_1, 175 x o21ai_1"
vias: 8149
seqCellArea_um2: 6540
synth.avg_cell_area_um2: 10.7
setup_ws_ns: 11.93
ioPinCount: 293
finalCriticalPeriod_ns: 5.47
ys_chip_area_um2: 12100
yosysCellCount: 1124
p_sw_frac: 0.308
post_cts_buffers: 0
drt_iter0_drc: 613
status: "finished clean"
r2r_setup_slack_ns: 14.88
vdd_ir_drop_max_uv: 95.0
dr.pass1.iters: 4
skew_ns: 0.0135
grt_usage: 0.185
cp_top_family: "buffers and inverters"
areaGrowthSynthToFinish_pct: 30.6
tightest_slew_ns: 0.801
cp.buffers_inverters: 3
die_w_um: 176
wl_um: 27500
seq_power_share: 0.455
cts-root-buf: "clkbuf_16"
cp_common_cell: "buf_4"
combGateArea_um2: 4740
tns_ns: 0
==> layer usage <==
layer	vias up	share of wire	GRT usage
met1	3634	0.50	0.327
li1	4267	-	-
met2	211	0.42	0.245
met5	-	0	0
met4	0	0.020	0.0351
met3	37	0.058	0.0329
==> kinds of logic (layout without fill, tap and decap cells) <==
family,count (synthesis),after routing,synth area share
muxes,259,259,0.215
other,0,1,0
adders and majority gates,3,3,0.00311
AOI/OAI and AO/OA,226,226,0.0941
buffers and inverters,115,355,0.0647
DFF,261,261,0.542
and+or+nand+nor,260,260,0.0810
==> synth_stat cells, drive strengths merged <==
master / n / area share
mux2i: 256 / 0.21
o21ai: 225 / 0.093
buf: 76 / 0.052
o31a: 1 / 0.00073
ha: 3 / 0.0031
nand2: 224 / 0.070
nor2: 36 / 0.011
clkbuf: 39 / 0.013
dfrtp: 261 / 0.54
mux2: 3 / 0.0028
==> power groups by stage <==
stage	Sequential [mW]	Clock [mW]	Combinational [mW]
CTS	0.953	0.613	0.556
global route	0.983	0.637	0.628
finish	0.951	0.593	0.547
==> sequential cells by signal (all words and copies together) (netlist names) <==
| register | flops |
|---|---|
| data | 256 |
| valid_o | 1 |
| counter | 3 |
| accepted | 1 |
==> cell type report <==
cell class              instances  share of cell area
flip-flops and latches        261               0.415
multi-input cells             748               0.301
repair buffers                302               0.193
clock buffers                  46              0.0552
clock inverters                 7             0.00405
diodes                          1            0.000159
well taps                     390              0.0310
==> through the flow <==
stage | instance area, um^2 | power (mW) | std cells | utilization | hold WS, ns
floorplan | 12100 | 1.33 | 1124 | - | 0.437
global placement | 14800 | 1.50 | 1701 | 0.500 | 0.456
detailed placement | 14800 | 1.51 | 1701 | 0.500 | 0.464
CTS | 15700 | 2.12 | 1754 | 0.531 | 0.479
global route | 15700 | 2.25 | 1755 | 0.531 | 0.498
finish | 15700 | 2.09 | 1755 | 0.531 | 0.476
==> worst min-delay path: cells and delay by family (launching register included) <==
kind | cells | cell delay (ns)
simple gates | 1 | 0.05
flops | 1 | 0.34
compound gates | 1 | 0.06
==> final timing paths <==
| check | from | to | depth (start not counted) |
|---|---|---|---|
| setup / recovery | valid_i | data[182]$_DFFE_PN0P_ | 5 |
| hold / removal | data[107]$_DFFE_PN0P_ | data[75]$_DFFE_PN0P_ | 2 |
| setup reg to reg | valid_o$_DFFE_PN0P_ | data[185]$_DFFE_PN0P_ | 4 |
| hold reg to reg | data[107]$_DFFE_PN0P_ | data[75]$_DFFE_PN0P_ | 2 |
| max in group asynchronous | reset_n | valid_o$_DFFE_PN0P_ | 3 |
| min in group asynchronous | reset_n | data[23]$_DFFE_PN0P_ | 1 |
Power figures rest on the tool's default switching activity, not on a simulated workload.
