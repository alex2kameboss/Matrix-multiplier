**flow/run.sh**
```bash
#!/bin/bash
# OpenROAD 26Q1-2900-gdf79404cd8, Yosys 0.63+post, stock flow scripts
make -C /OpenROAD-flow-scripts/flow DESIGN_CONFIG=/design/flow/config.mk WORK_HOME=/design/flow/orfs finish
```
**flow/config.mk**
```make
export PLATFORM = sky130hd
export DESIGN_NAME = dualport_mock_mem
export DESIGN_NICKNAME = dualport_mock_mem
export VERILOG_FILES = /design/flow/design.v
export SDC_FILE = /design/flow/constraint.sdc
export NUM_CORES = 4
export LEC_CHECK = 1
export CORE_UTILIZATION = 50
```
**flow/constraint.sdc**
```tcl
current_design dualport_mock_mem

set clk_period 28.3
set clk_io_pct 0.2

create_clock -name clk0 -period $clk_period [get_ports {clk}]

set non_clock_inputs [all_inputs -no_clocks]
set_input_delay [expr $clk_period * $clk_io_pct] -clock clk0 $non_clock_inputs
set_output_delay [expr $clk_period * $clk_io_pct] -clock clk0 [all_outputs]
```
**flow/design.v**
```verilog
interface apb_interface (
    input       pclk,
    input       preset_n
);
logic   [2 : 0]         paddr;
logic                   psel;
logic                   penable;
logic                   pwrite;
logic   [15 : 0]        pwdata;
logic                   pready;
logic   [15 : 0]        prdata;
modport master (
input   pclk,
        preset_n,
        pready,
        prdata,
output  paddr,
        psel,
        penable,
        pwrite,
        pwdata
);
modport slave (
input   pclk,
        preset_n,
        paddr,
        psel,
        penable,
        pwrite,
        pwdata,
output  pready,
        prdata
);
endinterface
module dualport_mock_mem #(
    parameter   DATA_WIDTH      =   256,
    parameter   ADDR_WIDTH      =   10
) (
    input                           clk,
    input                           w_en,
    input   [ADDR_WIDTH - 1 : 0]    w_addr,
    inout   [DATA_WIDTH - 1 : 0]    w_data,
    input   [ADDR_WIDTH - 1 : 0]    r_addr,
    output  [DATA_WIDTH - 1 : 0]    r_data
);
reg [DATA_WIDTH - 1: 0] mem [ADDR_WIDTH - 1 : 0];
assign  r_data = mem[w_data];
always_ff @(posedge clk)
    if ( w_en )     mem[w_addr] <= w_data;
endmodule
```
==> results.toml <==
# physical design summary
[logic_synthesis]
yosys-stat-area_um2 = 98770
largest_area_cell = "sky130_fd_sc_hd__edfxtp_1"
syn-instance-count = 5123
numSynthFlops = 2560
synth-cells-yosys = 5123
syn_std_cell_area_um2 = 98770
synthesis.yosys.warnings = 1
top_cells_by_area = "sky130_fd_sc_hd__edfxtp_1, sky130_fd_sc_hd__mux2_2, sky130_fd_sc_hd__mux2i_1"
synth_cell_types = 21
ys_seq_share = 0.7783
mean_instance_size_in_the_synthesized_netlist_um2 = 19.28
synth_top_area_share = 0.7783

[clocking]
cts_num_sinks = 2560
cts.path.max_buffers = 4
clk_root_buffer_cell = "sky130_fd_sc_hd__clkbuf_16"
postCtsSetupRepairBufs = 0
cts_hold_buf = 0
cts.htree.levels = 5
cts_made_buffers = 282
post_cts_resized = 0

[global_route]
grt_max_degree = 1226

[floorplanning]
ioPinCount = 534
die-width_um = 446.5
dieHeight_um = 446.5
fp-row-count = 162
floorplanUtilization = 0.5050

[run_status]
haltStage = "global routing"
status = "did not finish"
stop_error = "[ERROR RSZ-0074] Failed to build tree from global routes for pin 'w_data[9]' and net 'w_data[9]' at grid (120750, 3450): found route to 11 pins, expected 10"

[placed_design]
dp_hpwl_mm = 109.4
place_ws_ns = 13.71
place_congestion = 0.8011
place.port_buffers = 261

[timing]
unconstrained_endpoints = 256
Yosys cell counts:
cell type and count:
sky130_fd_sc_hd__o22ai_1 447, sky130_fd_sc_hd__nand2_1 258, sky130_fd_sc_hd__mux2_2 630, sky130_fd_sc_hd__mux4_2 65, sky130_fd_sc_hd__edfxtp_1 2560, sky130_fd_sc_hd__or3b_2 1
sky130_fd_sc_hd__nor2_1 7, sky130_fd_sc_hd__nand2b_1 4, sky130_fd_sc_hd__buf_8 1, sky130_fd_sc_hd__or2_2 1, sky130_fd_sc_hd__buf_2 44, sky130_fd_sc_hd__buf_6 55
sky130_fd_sc_hd__o31a_1 130, sky130_fd_sc_hd__buf_1 28, sky130_fd_sc_hd__nor2b_1 65, sky130_fd_sc_hd__nand3b_1 2, sky130_fd_sc_hd__clkbuf_1 132, sky130_fd_sc_hd__o31ai_1 126
sky130_fd_sc_hd__nor3_1 3, sky130_fd_sc_hd__mux2i_1 520, sky130_fd_sc_hd__buf_4 44
cells by family after synthesis:
| family | count (synthesis) | share of synthesized area |
|---|---|---|
| buffers and inverters | 304 | 0.01808 |
| DFF | 2560 | 0.7783 |
| muxes | 1215 | 0.1393 |
| and+or+nand+nor | 341 | 0.01490 |
| AOI/OAI and AO/OA | 703 | 0.04941 |
stage by stage:
stage / instance area, um^2 / std cells
CTS: 111900 / 8257
detailed placement: 103800 / 7798
global placement: 103800 / 7798
floorplan: 98770 / 5123
