## /design/flow/run.sh

```bash
#!/bin/bash
# OpenROAD 26Q1-2900-gdf79404cd8, Yosys 0.63+post, stock flow scripts
make -C /OpenROAD-flow-scripts/flow DESIGN_CONFIG=/design/flow/config.mk WORK_HOME=/design/flow/orfs finish
```

## /design/flow/config.mk

```make
export PLATFORM = sky130hd
export DESIGN_NAME = row_converter
export DESIGN_NICKNAME = row_converter
export VERILOG_FILES = /design/flow/design.v
export SDC_FILE = /design/flow/constraint.sdc
export NUM_CORES = 4
export LEC_CHECK = 1
export CORE_UTILIZATION = 30
```

## /design/flow/constraint.sdc

```tcl
current_design row_converter

set clk_period 160.5
set clk_io_pct 0.2

create_clock -name clk0 -period $clk_period [get_ports {clk}]

set non_clock_inputs [all_inputs -no_clocks]
set_input_delay [expr $clk_period * $clk_io_pct] -clock clk0 $non_clock_inputs
set_output_delay [expr $clk_period * $clk_io_pct] -clock clk0 [all_outputs]
```

## /design/flow/design.v

```verilog
interface apb_interface (
    input       pclk,
    input       preset_n
);
logic   [2 : 0]         paddr;
logic                   psel;
logic                   penable;
logic                   pwrite;
logic   [15 : 0]        pwdata;
logic                   pready;
logic   [15 : 0]        prdata;
modport master (
input   pclk,
        preset_n,
        pready,
        prdata,
output  paddr,
        psel,
        penable,
        pwrite,
        pwdata
);
modport slave (
input   pclk,
        preset_n,
        paddr,
        psel,
        penable,
        pwrite,
        pwdata,
output  pready,
        prdata
);
endinterface
module row_converter #(
    parameter   BUS_WIDTH_BYTES         =   32,
    parameter   DATA_WIDTH_BYTES        =   1,
    parameter   ARRAY_HEIGHT            =   4
) (
    input                                                       clk     ,
    input                                                       reset_n ,
    input                                                       valid_i ,
    input       [BUS_WIDTH_BYTES * 8 - 1: 0]                    data_i  ,
    output      [ARRAY_HEIGHT * DATA_WIDTH_BYTES * 8 - 1 : 0]   data_o  ,
    output  reg                                                 valid_o ,
    output  reg                                                 accepted
);
localparam SHIFT_BITES = DATA_WIDTH_BYTES * 8;
localparam NUMBER_OF_SHIFTS = BUS_WIDTH_BYTES / DATA_WIDTH_BYTES;
enum bit[1 : 0] { IDL, ACCEPT, VALID, SHIFT } state, next_state;
reg [BUS_WIDTH_BYTES * 8 - 1: 0]        buffer  [0 : ARRAY_HEIGHT - 1];
reg [$clog2(ARRAY_HEIGHT) : 0]      counter;
reg [$clog2(NUMBER_OF_SHIFTS) - 1 : 0]  shift_counter;
wire end_drop, shift;
wire accept_data;
assign accept_data = state == ACCEPT;
assign shift = state == SHIFT;
assign end_drop = state == SHIFT & next_state == IDL;
always_ff @(posedge clk or negedge reset_n)
    if ( ~reset_n )                         state <= IDL;               else
                                            state <= next_state;
always_comb begin
    next_state = state;
    unique case ( state )
        IDL: begin
            if ( counter[$clog2(ARRAY_HEIGHT)] ) begin
                next_state = VALID;
            end else if ( valid_i ) begin
                next_state = ACCEPT;
            end 
        end
        ACCEPT: next_state = IDL;
        VALID: next_state = SHIFT;
        SHIFT: begin
            if ( ~&shift_counter ) begin
                next_state = VALID;
            end else begin
                next_state = IDL;
            end
        end
    endcase
end
always_ff @(posedge clk or negedge reset_n)
    if ( ~reset_n )                         counter <= 'd0;             else
    if ( end_drop )                         counter <= 'd0;             else
    if ( accept_data )                      counter <= counter + 1'b1;
always_ff @(posedge clk or negedge reset_n)
    if ( ~reset_n )                         accepted <= 'd0;            else
    if ( accept_data )                      accepted <= 'd1;            else
                                            accepted <= 'd0;
always_ff @(posedge clk or negedge reset_n)
    if ( ~reset_n ) begin
        for ( int i = 0; i < ARRAY_HEIGHT; i = i +1)
            buffer[i] <= 'd0;
    end else
    if ( accept_data )                      buffer[counter] <= data_i;  else
    if ( shift ) begin
        for (int i = 0; i < ARRAY_HEIGHT; i = i + 1)
            buffer[i] <= {{SHIFT_BITES{1'b0}}, buffer[i][BUS_WIDTH_BYTES * 8 - 1 : SHIFT_BITES]};
    end
always_ff @(posedge clk or negedge reset_n)
    if ( ~reset_n )                         shift_counter <= 'd0;       else
    if ( end_drop )                         shift_counter <= 'd0;       else
    if ( shift )                            shift_counter <= shift_counter + 1'b1;
always_ff @(posedge clk or negedge reset_n)
    if ( ~reset_n )                         valid_o <= 'd0;             else
    if ( next_state == VALID )              valid_o <= 'd1;             else
                                            valid_o <= 'd0;
genvar j;
generate
    for ( j = 0; j < ARRAY_HEIGHT; j = j + 1) begin : assign_output
        assign data_o[ (j + 1) * SHIFT_BITES - 1 : j * SHIFT_BITES ] = buffer[j][SHIFT_BITES - 1 : 0];
    end
endgenerate
endmodule
```

==> results.cfg <==
; physical design summary
[status]
run_status = finished clean

[synthesis]
syn_area_um2 = 47200
ys_seq_share_pct = 55.0
yosysWarnings = 2
adder_share_pct = 0.159
ys_sh_xor_pct = 0.0742
async_reset_ff_share_pct = 100
synth.logic.top_family = multiplexers
flop_cell = dfrtp_1
synth_flops = 1038
yosys.area_share.aoi_pct = 11.2
mux_area_share_pct = 21.2
syn_inst = 4463
edf_count = 0
ys_sh_simple_pct = 8.12
postSynthAreaPerCell_um2 = 10.6
synth_cell_types = 27
ys_cells = 4463
yosys_area_um2 = 47200

[run]
tool_warnings = 47
drv_cap = 0

[pwr]
power.density_nw_per_um2 = 15.4
vdd_drop_max_uv = 12.6
totalPowerFinal_uw = 849
cellLeakagePower_nw = 20.8

[global_route]
use_met3_pct = 3.74
grt_use_met2_pct = 24.8
grt_pass1_vias = 32000
antenna_found_initial = 21
grt_use_total_pct = 16.1
grt_max_degree = 145
met1_usage_pct = 24.2
grt_pass1_wl_um = 193000
overflow = 0
busiest_layer = met2

[timing]
rsz0062_at_grt = false
fin_setup_tns_ns = 0
slew_headroom_pct = 44.4
finalSetupViolations = 0
period_needed_ns = 36.51
fin_crit_sh_pct = 22.7
timing.fmax_mhz = 27.4
tightest_slew_ns = 0.835
fin_skew_ns = 0.0592
finalHoldViolations = 0
maxSlewViolCount = 0

[worst_setup_path]
crit_buf_inv = 8
worstPathArrival_ns = 37.31
cp_top_family = buffers and inverters
required_ns = 161.30
crit_fanout = 88
cp_slowest_cell = buf_4
cp-end-kind = asynchronous set/reset pin
path_common_cell = buf_4
rr_startpoint = state[2]
crit_type = input port to asynchronous set/reset pin
slowest_delay_ns = 0.71
startpoint = reset_n
start_kind = input port
worstPathCellList = buf_8 > buf_4 > buf_4 > buf_4 > buf_4 > buf_4 > buf_4 > buf_4

[place]
dpl_cell_area_um2 = 51300
gp_congestion = 0.815
io_buffers = 292
dp_hpwl_um = 84500
placed_cells = 6510

[drt]
drt_iter0_drc = 1685
wire_per_inst_um = 18.5
ant_nets = 0
via_count = 31800
drt-vias-per-instance = 4.73
postRouteWirelength_um = 124000
drt-pass1-iter-count = 5
drcViolationCount = 0

[cts]
cts_tree = done
clkLatencyLatePin_ns = 0.74
clkSinkCount = 1038
cts_resized = 0
clk_pin_slew_ns = 0.06
numCtsBuffers = 114
clockRootBuffer = clkbuf_16
hold_buffers = 0
cts_setup_buffers = 0
h-tree-depth = 3
clk_path_buf_depth = 3

[die]
fp_util_pct = 30.2
die_w_um = 399
chipHeight_um = 399
rows = 145
die_area_um2 = 159000
fp.coreArea_um2 = 156000
ios = 293

[final_layout]
seqCellArea_um2 = 26000
post_route_cells_drive_above_1_share_pct = 5.37
fill_cells = 15200
logic_area_um2 = 19300
area_growth_pct = 16.8
instances_no_fill = 6720
stdcell_area_um2 = 55100

[min_path]
min_path_type = flip-flop to flip-flop
min_from = state[1]
==> registers in the layout, indices dropped and copies added, names as in the netlist <==
name,cells
counter,3
valid_o,1
accepted,1
shift_counter,5
state,4
buffer,1024
==> cell usage in the layout, fill, tap and decap left out, drive strengths merged, types with 2 or more instances in the layout <==
cell type | Yosys | final
and2 | 4 | 4
dfrtp | 1037 | 1037
ha | 6 | 6
clkinv | 0 | 22
inv | 4 | 10
clkbuf | 99 | 161
diode | 0 | 6
nor2 | 6 | 6
bufinv | 0 | 9
nand2 | 997 | 997
clkinvlp | 0 | 6
mux2i | 997 | 997
xor2 | 2 | 2
a22o | 32 | 32
nand2b | 2 | 2
xnor2 | 2 | 2
buf | 271 | 68
o21ai | 996 | 996
o2bb2ai | 2 | 2
clkdlybuf4s50 | 0 | 291
==> layer usage <==
layer	wire, um	share of wire [%]
met1	57200	46
met2	57300	46
met3	7100	5.7
met4	2310	1.9
met5	150	0.12
==> synthesized netlist by cell type (3+ instances only) <==
| cell type | count | share of area [%] |
|---|---|---|
| nand2_1 | 997 | 7.9 |
| inv_1 | 4 | 0.032 |
| nor2_1 | 6 | 0.048 |
| buf_2 | 183 | 1.9 |
| o21ai_0 | 908 | 9.6 |
| o21ai_1 | 88 | 0.93 |
| and2_1 | 4 | 0.053 |
| buf_1 | 3 | 0.024 |
| clkbuf_1 | 89 | 0.71 |
| buf_4 | 79 | 1.3 |
| a22o_1 | 32 | 0.59 |
| buf_6 | 6 | 0.14 |
| ha_1 | 6 | 0.16 |
| dfrtp_1 | 1037 | 55 |
| clkbuf_2 | 10 | 0.11 |
| mux2i_1 | 993 | 21 |
| mux2i_4 | 4 | 0.19 |
==> where the power goes <==
group / total [mW] / internal, mW / switching, mW
sequential: 0.379 / 0.334 / 0.0455
clock: 0.265 / 0.155 / 0.110
combinational: 0.205 / 0.0666 / 0.139
total: 0.849 / 0.555 / 0.294
==> area by class of cell <==
type	instances	share of cell area (%)
sequential	1038	47.1
multi-input combinational	3051	34.9
timing repair buffer	359	6.36
clock buffer	161	5.86
tap	2058	4.67
clock inverter	43	1.00
inverter	4	0.0272
antenna	6	0.0272
==> metrics by stage <==
step | util [%] | setup WS (ns) | hold slack, ns
detailed placement | 32.9 | 122.93 | 0.386
finish | 35.3 | 123.99 | 0.414
CTS | 35.3 | 123.75 | 0.416
floorplan | - | 127.65 | 0.368
global route | 35.3 | 123.13 | 0.441
global placement | 32.9 | 122.98 | 0.403
==> final timing paths <==
| path | end | cells past startpoint | slack [ns] |
|---|---|---|---|
| worst min register to register | state[3] | 0 | 0.41 |
| max in group clk0 | data_o[24] | 1 | 126.66 |
| min in group asynchronous | buffer[3][92] | 1 | 31.35 |
| worst min-delay path | state[3] | 0 | 0.41 |
| worst max-delay path | buffer[2][201] | 8 | 123.99 |
| worst max register to register | buffer[2][148] | 8 | 155.01 |
==> cell families (layout without fill, tap and decap cells) <==
family / after synthesis / after routing
adders and majority gates: 6 / 6
buffers and inverters: 374 / 567
muxes: 997 / 997
xor gates and xnor gates: 4 / 4
AOI/OAI and AO/OA: 1031 / 1031
and+or+nand+nor: 1013 / 1013
DFF: 1038 / 1038
other: 0 / 6
No activity file was given, so power comes from the tool's default toggle rates.
